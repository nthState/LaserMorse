### ./design.v
module UnitGenerator #(parameter CLK_SPEED=16_000_000)
(
  input  CLK,           
  output wire UnitClock,
  input  PIN_24,  
	input  PIN_23,
	input  PIN_22,
	input  PIN_21,
  input  PIN_19,  
	input  PIN_18,
	input  PIN_17,
	input  PIN_16,
	input  PIN_15,
	input  PIN_14
  );
  reg morse_clk = 1;
  reg [31:0] result;
  reg [3:0] multiplier = 4'b0001;
  reg [31:0] speed = 6'b000000;
  reg [31:0] calculatedValue = 0;
  reg [31:0] clockCounter = 0;
  function [31:0] funct (input [3:0] multiplierFlags);
    reg [31:0] out;
    begin
      case(multiplierFlags)
        4'b0001: out = 32'd1;
        4'b0010: out = 32'd10;
        4'b0100: out = 32'd1_000;  
        4'b1000: out = 32'd1_000_000;  
        default: out = 32'd0;
      endcase
      funct = out;
    end
  endfunction
  always @(posedge CLK)
    begin
          multiplier = {PIN_24, PIN_23, PIN_22, PIN_21};
          result = funct(multiplier);
          speed = {PIN_19, PIN_18, PIN_17, PIN_16, PIN_15, PIN_14 };
          calculatedValue = result * speed;
      if (clockCounter >= (CLK_SPEED / calculatedValue))
      begin
        morse_clk <= ~morse_clk;
        clockCounter <= 0;
      end
      else clockCounter <= clockCounter + 1;
    end
    assign UnitClock = morse_clk;
endmodule
### ./run.sh
#!/bin/bash
# OpenROAD 26Q1-2900-gdf79404cd8, Yosys 0.63+post, stock flow scripts
make -C /OpenROAD-flow-scripts/flow DESIGN_CONFIG=/design/flow/config.mk WORK_HOME=/design/flow/orfs finish
### ./config.mk
export PLATFORM = sky130hd
export DESIGN_NAME = UnitGenerator
export DESIGN_NICKNAME = UnitGenerator
export VERILOG_FILES = /design/flow/design.v
export SDC_FILE = /design/flow/constraint.sdc
export NUM_CORES = 4
export LEC_CHECK = 1
export CORE_UTILIZATION = 50
### ./constraint.sdc
current_design UnitGenerator

set clk_period 161.2
set clk_io_pct 0.2

create_clock -name clk0 -period $clk_period [get_ports {CLK}]

set non_clock_inputs [all_inputs -no_clocks]
set_input_delay [expr $clk_period * $clk_io_pct] -clock clk0 $non_clock_inputs
set_output_delay [expr $clk_period * $clk_io_pct] -clock clk0 [all_outputs]
==> impl_metrics.env <==
# implementation run metrics
export IMPL_ys_area_sq_um=35500
export IMPL_largest_net_degree_at_the_start_of_global_routing=41
export IMPL_die_w_microns=269
export IMPL_route_detailed_vias_per_inst=6.58
export IMPL_drt_pass1_iter_count=8
export IMPL_netlist_area_leader_share_pct=20.2
export IMPL_critical_path_reg2reg_startpoint="clockCounter[0]"
export IMPL_number_of_hold_violations_in_the_final_report=0
export IMPL_count_of_buffers_inserted_at_the_top_level_ports=11
export IMPL_timing_clock_skew_ps=16.8
export IMPL_cp_max_fo=33
export IMPL_drt_antenna_violating_nets=0
export IMPL_final_common_cell="nor2_1"
export IMPL_layout_worst_path_cycle_share_pct=79.9
export IMPL_design_die_area_sq_um=72100
export IMPL_count_of_routing_violations_after_the_opening_detailed_route_iteration=4158
export IMPL_wire_per_inst_microns=23.8
export IMPL_final_min_clock_period_ps=128730
export IMPL_slowest_delay_ps=790
export IMPL_synth_largest_area_cell="ha_1"
export IMPL_synth_distinct_cells=114
export IMPL_total_clock_buffers_created_by_cts=5
export IMPL_h_tree_depth=2
export IMPL_cts_reportedPaths_clkPinSlew_ps=60
export IMPL_synth_stat_cells=5167
export IMPL_tightest_slew_ps=978
export IMPL_ioPinCount=12
export IMPL_timing_max_transition_violations_final=0
export IMPL_cpMostUsedCell="nor2_1"
export IMPL_ctsResizeCount=0
export IMPL_timing_hold_worst_endpoint="clockCounter[0]"
export IMPL_final_layout_top_logic_cells="592 x nor2_1, 574 x ha_1, 485 x a21oi_1, 457 x nand2_1, 284 x o21ai_0"
export IMPL_ys_flop_type="dfxtp_1"
export IMPL_ys_seq_elements=33
export IMPL_asyncSetResetFlopFracSynth_pct=0
export IMPL_critPathKind="in -> reg"
export IMPL_first_pass_grt_wire_length_mm=217
export IMPL_syn_inst=5167
export IMPL_warning_count=28
export IMPL_yosysWarningCount=1
export IMPL_kind_of_end_point_of_the_critical_path="register"
export IMPL_worstHoldPathCells=1
export IMPL_worst_setup_sp_type="input pin"
export IMPL_fin_hold_ws_ps=478
export IMPL_min_delay_start="clockCounter[0]"
export IMPL_worstSkewPairLatency_ps=310
export IMPL_synth_avg_cell_area_sq_um=6.88
export IMPL_initial_util_pct=50.7
export IMPL_worst_r2r_setup_slack_ps=156330
export IMPL_max_clock_freq_mhz=7.77
export IMPL_antenna_found_initial=4
export IMPL_cp_slowest_cell="or4_4"
export IMPL_layout_area_overhead_vs_synth_pct=4.73
export IMPL_cts_hold_buffers=0
export IMPL_reg2regPathDepth=21
export IMPL_post_synth_main_area_contributors="ha_1 20%, a21oi_1 6.8%, nor2_1 6.3%"
export IMPL_holdCritPathClass="reg -> reg"
export IMPL_number_of_clock_sinks=33
export IMPL_clockRootBuffer="clkbuf_16"
export IMPL_max_clock_path_buffers=2
export IMPL_tritoncts="done"
export IMPL_postSynthSeqShare_pct=1.89
export IMPL_slew_headroom_pct=34.4
export IMPL_floorplan_core_area_sq_um=70100
export IMPL_chipHeight_microns=269
export IMPL_setup_tns_final_ps=0
export IMPL_postCtsSetupRepairBufs=0
export IMPL_timing_rr_end="morse_clk"
export IMPL_drive_above_1_share_pct=6.72
export IMPL_placementRows=97
export IMPL_outcome="finished, final reports clean"
export IMPL_globalRouteOverflowTotal=0
export IMPL_grt_setup_unrepaired="false"
export IMPL_globalRouteTotalUtil_pct=40.1
export IMPL_place_hpwl_mm=113
export IMPL_cp_arrival_ps=128770
export IMPL_report_final_setup_viol=0
export IMPL_gp_congestion=1.13
export IMPL_enable_flop_cells=1
export IMPL_wirelength_mm=145
export IMPL_via_count=40000
export IMPL_synth_cell_area_sq_um=35500
export IMPL_first_global_vias=36100
export IMPL_cp_required_ps=161240
export IMPL_max_cap_violations=0
export IMPL_drc=0
## flip-flops by register name, indices dropped and copies added, names as in the netlist
signal / cells
morse_clk: 1
clockCounter: 32
## final cells by class
| cell class | instances | area, sq um |
|---|---|---|
| Multi-Input combinational cell | 4735 | 33500 |
| Fill cell | 7087 | 32900 |
| Tap cell | 940 | 1180 |
| Inverter | 251 | 942 |
| Timing Repair Buffer | 106 | 818 |
| Sequential cell | 33 | 671 |
| Clock buffer | 5 | 125 |
| Clock inverter | 3 | 17.5 |
| Antenna cell | 1 | 2.50 |
## layer usage
layer	share of wire (%)	global-route usage, %
met3	11	8.02
met5	0.027	0
met4	5.9	18.4
met1	44	58.1
met2	40	56.8
## cells by family after synthesis
family	share of synthesized area (%)
simple gates	25.6
compound gates	31.7
fa+ha+maj	21.8
xor+xnor	9.90
buf+inv	4.35
mux	4.80
flops	1.89
other cells	0.0106
## metrics by stage
stage / instances / cell area (sq um) / worst slack [ps] / utilization, %
3_5_place_dp: 6065 / 37100 / 35420 / 52.8
5_1_grt: 6073 / 37200 / 25960 / 53.0
6_report: 6074 / 37200 / 32470 / 53.0
3_3_place_gp: 6065 / 37100 / 36440 / 52.8
2_1_floorplan: 5167 / 35500 / 44270 / -
4_1_cts: 6073 / 37200 / 35340 / 53.0
## how the worst max path moves through the flow
stage      start        end  slack, ps  depth (start not counted)
4_1_cts   PIN_24  morse_clk      35340                        380
5_1_grt   PIN_24  morse_clk      25960                        379
6_report  PIN_24  morse_clk      32470                        378
## synth_stat cells (all sizes together) (45+ instances only)
master and count:
o21a 115, nor2b 47, nand4 68, nand2b 77
and3 91, nand3 137, and2 53, a31oi 83
o21ai 294, o211ai 45, nor2 597, mux2 116
or2 49, xnor2 248, a21o 202, inv 243
ha 574, o21bai 53, xor2 152, nor3 140
clkbuf 112, nand2 459, o31ai 57, a21oi 487
or3 59
## critical path: cells and delay by family
kind / cells / cell delay, ps
fa+ha+maj: 35 / 12000
buf+inv: 40 / 11690
mux: 7 / 2030
simple gates: 114 / 24900
compound gates: 182 / 45670
